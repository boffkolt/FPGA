## /design/flow/design.v

```verilog
module vga_25mhz(clk, v_sync, h_sync, vga_r, vga_g, vga_b);
input clk;
reg [11:0]h_cnt;
output reg h_sync;
reg [10:0]v_cnt;
output reg v_sync;
reg h_en;
reg v_en;
output reg vga_r;
output reg vga_g;
output reg vga_b;
always @ (posedge clk) begin
    if ((h_cnt > 855) && (h_cnt < 976))
        h_sync <= 0;
    else
        h_sync <= 1;
    if ((v_cnt > 637) && (v_cnt < 643))
        v_sync <= 0;
    else 
        v_sync <= 1;
end
always @ (posedge clk) begin
    if(h_cnt > 1039) begin
        h_cnt <= 0;  
        if(v_cnt > 665) 
	    v_cnt <= 0;
	else
	    v_cnt <= v_cnt + 1'b1;
    end
    else
        h_cnt <= h_cnt + 1'b1;
end
always @ (posedge clk) begin	
    if(v_cnt < 599)
        v_en <= 1'b1;
    else
        v_en <= 1'b0;
    if(h_cnt < 799)
        h_en <= 1'b1;
    else
        h_en <= 1'b0;
end
always @ (posedge clk) begin			
    if((v_en == 1) && (h_en == 1))  
	 begin
        if(v_cnt < 200)        
	    vga_r <= 1;
        else
            vga_r <= 0;			  
        if(v_cnt > 200 && v_cnt < 400)
	    vga_g <= 1;         
        else
            vga_g <= 0;		      
        if(v_cnt > 400 && v_cnt < 600)
	    vga_b <= 1;         
        else
            vga_b <= 0;	
	end	
    else  
		begin
        vga_r <= 0;
			vga_g <= 0;
        vga_b <= 0;
		end
end 
endmodule
```

## /design/flow/run.sh

```bash
#!/bin/bash
# OpenROAD 26Q1-2900-gdf79404cd8, Yosys 0.63+post, stock flow scripts
make -C /OpenROAD-flow-scripts/flow DESIGN_CONFIG=/design/flow/config.mk WORK_HOME=/design/flow/orfs finish
```

## /design/flow/config.mk

```make
export PLATFORM = sky130hd
export DESIGN_NAME = vga_25mhz
export DESIGN_NICKNAME = vga_25mhz
export VERILOG_FILES = /design/flow/design.v
export SDC_FILE = /design/flow/constraint.sdc
export NUM_CORES = 4
export LEC_CHECK = 1
export CORE_AREA = 10 10 114 114
export DIE_AREA = 0 0 124 124
```

## /design/flow/constraint.sdc

```tcl
current_design vga_25mhz

set clk_period 2.3
set clk_io_pct 0.2

create_clock -name clk0 -period $clk_period [get_ports {clk}]

set non_clock_inputs [all_inputs -no_clocks]
set_input_delay [expr $clk_period * $clk_io_pct] -clock clk0 $non_clock_inputs
set_output_delay [expr $clk_period * $clk_io_pct] -clock clk0 [all_outputs]
```

==> flow_metrics.tcl <==
# flow metrics
set metrics [dict create \
    status "complete, no violations" \
    cts_buffers 5 \
    setup_violations 0 \
    dieWidth_um 124 \
    hold_path_class "register to register" \
    io_buffers 5 \
    path_clk_slew_ns 0.06 \
    detail_route.iter0.violations 80 \
    enable_flop_cells 11 \
    skew_ns 0.00842 \
    ys_warn_count 1 \
    antenna_found_initial 0 \
    cts_resized 0 \
    maxCapViolCount 0 \
    drtPass1Iterations 4 \
    timing.rr.start "v_cnt[4]$_SDFFCE_PN0N_" \
    worstSkewPairLatency_ns 0.28 \
    max-clock-path-buffers 2 \
    p_comb_share_pct 8.3 \
    synthCells 154 \
    hold_viol 0 \
    area_growth_pct 20.2 \
    fp_util_pct 14.2 \
    pre_cts_ws_ns 0.474 \
    worstHoldEndpoint "h_cnt[0]$_SDFF_PN0_" \
    root_buffer "clkbuf_8" \
    grt_max_degree 16 \
    setup_ws_ns 0.497 \
    p_leak_nw 0.578 \
    viasPerCell 3.64 \
    grt_first_pass_wirelength_um 4430 \
    cts_setup_buffers 0 \
    final_util_pct 17.1 \
    die-area_mm2 0.0154 \
    die_h_um 124 \
    r2r-end "v_cnt[8]$_SDFFCE_PN0N_" \
    seq_power_share_pct 52.4 \
    cp_max_fo 11 \
    synth_area_per_cell_um2 9.62 \
    max_freq_mhz 555 \
    crit_arrival_ns 1.81 \
    async_flop_share_pct 0 \
    grt_pass1_vias 1016 \
    finalCritPeriodShare_pct 78.4 \
    power_density_mw_per_mm2 668 \
    p_switching_mw 0.280 \
    core_region_area_mm2 0.0104 \
    total_power_mw 1.19 \
    endpoint_kind "register" \
    yosysUniqueCellTypes 40 \
    routed_wirelength_um 2610 \
    worstHoldStart "h_cnt[0]$_SDFF_PN0_" \
    ir_drop_v 0.000252 \
    warning_count 27 \
    timing.hold.ws_ns 0.446 \
    drv_slew 0 \
    hold_buffers 0 \
    whs_path_depth 1 \
    dpl.hpwl_um 1860 \
    r2r_cells 4 \
    switching_share_pct 23.6 \
    critical_path_buf_inv_count 0 \
    syn_area_mm2 0.00148 \
    synthFlopType "dfxtp_1" \
    drive_gt1_share_pct 6.17 \
    clkPwrFrac_pct 39.2 \
    setup_tns_ns 0 \
    startpoint_type "register" \
    wl_per_cell_um 8.77 \
    tightest_slew_ns 0.583 \
    diodes 0 \
    yosysSeqAreaShare_pct 48.0 \
    slowest_delay_ns 0.53 \
    cts_tree "yes" \
    required_ns 2.31 \
    place.gp.congestion 0.851 \
    crit_chain "nand2_1 > o211a_1 > a211oi_4 > nor2_1" \
    ys_seq_elements 30 \
    slew_headroom_pct 61.1 \
    ys_chip_area_mm2 0.00148 \
    rrSetupSlack_ns 0.50 \
    ant_nets 0 \
    htreeDepth 2 \
    rsz0062_at_grt "false" \
    overflow 0 \
    p_int_mw 0.908 \
    period_minus_slack_ns 1.80 \
    track_usage_pct 3.45 \
    slowest_stage "edfxtp_1" \
    drcViolationCount 0 \
    ios 6 \
    worstSetupPathType "register to register" \
    cts.sinks 30 \
    yosys_cells 154 \
    placementRows 37 \
    vias 1086 \
    crit_family "AND-OR/OR-AND gates" \
]
-- logic make-up (layout without fill, tap and decap cells) --
| kind of cell | count (synthesis) | in the layout | share of synthesized area, % |
|---|---|---|---|
| flops | 30 | 30 | 48.0 |
| buf+inv | 14 | 21 | 4.05 |
| compound gates | 23 | 23 | 11.7 |
| fa+ha+maj | 4 | 4 | 3.38 |
| simple gates | 66 | 66 | 23.1 |
| other cells | 1 | 2 | 0.253 |
| xor+xnor | 16 | 16 | 9.46 |
-- sequential cells by signal, indices dropped and copies added, names as in the netlist --
name,cells
h_cnt,12
h_en,1
h_sync,1
v_cnt,11
v_en,1
v_sync,1
vga_b,1
vga_g,1
vga_r,1
-- synth_stat cells (all sizes together), types with 2 or more instances --
cell | n | share of area, %
o21ai | 2 | 0.68
nor4 | 2 | 0.84
xor2 | 6 | 3.5
a21oi | 7 | 2.6
nor2 | 29 | 7.3
nand4 | 3 | 1.3
buf | 6 | 2.0
nand2b | 2 | 0.84
a21o | 2 | 1.0
inv | 7 | 1.8
edfxtp | 11 | 22
xnor2 | 10 | 5.9
nor3 | 8 | 2.7
or4 | 2 | 1.0
nand2 | 6 | 1.5
dfxtp | 19 | 26
a211oi | 2 | 1.9
ha | 4 | 3.4
nand3 | 7 | 2.4
-- worst max path at each step --
| stage | startpoint | to | slack (ns) | cells after the start |
|---|---|---|---|---|
| after CTS | v_cnt[4]$_SDFFCE_PN0N_ | v_cnt[2]$_SDFFCE_PN0N_ | 0.47 | 4 |
| after global routing | v_cnt[3]$_SDFFCE_PN0N_ | v_cnt[2]$_SDFFCE_PN0N_ | 0.35 | 4 |
| final | v_cnt[4]$_SDFFCE_PN0N_ | v_cnt[8]$_SDFFCE_PN0N_ | 0.50 | 4 |
-- layout make-up --
type / count / area, um2
Fill cell: 1131 / 8640
Inverter: 7 / 26.3
Multi-Input combinational cell: 111 / 714
Tap cell: 136 / 170
Sequential cell: 30 / 711
Clock buffer: 8 / 101
Timing Repair Buffer: 6 / 57.6
-- placed cells by master (no fill, tap or decap), types with 5 or more instances in the layout --
cell type        instances
nor2_1                  29
dfxtp_1                 19
edfxtp_1                11
xnor2_1                 10
nor3_1                   8
inv_1                    7
nand3_1                  7
nand2_1                  6
a21oi_1                  6
xor2_1                   6
clkbuf_8                 5
clkdlybuf4s50_1          5
-- through the flow --
stage                     instances  cell area [um2]
after floorplan                 155             1490
after global placement          290             1680
after detailed placement        290             1680
after CTS                       298             1780
after global routing            298             1780
final                           298             1780
-- power by group through the flow --
stage / Combinational, mW / Clock (mW) / Sequential, mW
after CTS: 0.101 / 0.478 / 0.622
after global routing: 0.114 / 0.507 / 0.629
final: 0.0991 / 0.467 / 0.623
-- metal layers --
layer	routed length [um]	share of wire (%)	global-route usage, %
met5	0	0	0
met4	8	0.31	0.360
met3	231	8.8	1.61
met2	1070	41	5.23
met1	1310	50	4.60
Power figures rest on the tool's default switching activity, not on a simulated workload.
