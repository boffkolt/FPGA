===== config.mk =====
export PLATFORM = sky130hd
export DESIGN_NAME = vga_tst
export DESIGN_NICKNAME = vga_tst
export VERILOG_FILES = /design/flow/design.v
export SDC_FILE = /design/flow/constraint.sdc
export NUM_CORES = 4
export LEC_CHECK = 1
export CORE_AREA = 10 10 102 102
export DIE_AREA = 0 0 112 112

===== constraint.sdc =====
current_design vga_tst

set clk_period 2.6
set clk_io_pct 0.2

create_clock -name clk0 -period $clk_period [get_ports {clk}]

set non_clock_inputs [all_inputs -no_clocks]
set_input_delay [expr $clk_period * $clk_io_pct] -clock clk0 $non_clock_inputs
set_output_delay [expr $clk_period * $clk_io_pct] -clock clk0 [all_outputs]

===== design.v =====
module vga_tst(clk, v_sync, h_sync, vga_r, vga_g, vga_b);
input clk;
reg [11:0]h_cnt;
output reg h_sync;
reg [10:0]v_cnt;
output reg v_sync;
reg h_en;
reg v_en;
output reg vga_r;
output reg vga_g;
output reg vga_b;
always @ (posedge clk) begin
    if ((h_cnt > 855) && (h_cnt < 976))
        h_sync <= 0;
    else
        h_sync <= 1;
    if ((v_cnt > 637) && (v_cnt < 643))
        v_sync <= 0;
    else 
        v_sync <= 1;
end
always @ (posedge clk) begin
    if(h_cnt > 1039) begin
        h_cnt <= 0;  
        if(v_cnt > 665) 
	    v_cnt <= 0;
	else
	    v_cnt <= v_cnt + 1'b1;
    end
    else
        h_cnt <= h_cnt + 1'b1;
end
always @ (posedge clk) begin	
    if(v_cnt < 599)
        v_en <= 1'b1;
    else
        v_en <= 1'b0;
    if(h_cnt < 799)
        h_en <= 1'b1;
    else
        h_en <= 1'b0;
end
always @ (posedge clk) begin			
        vga_r <= 1;
		vga_g <= 1;
        vga_b <= 1;
end
endmodule

===== run.sh =====
#!/bin/bash
# OpenROAD 26Q1-2900-gdf79404cd8, Yosys 0.63+post, stock flow scripts
make -C /OpenROAD-flow-scripts/flow DESIGN_CONFIG=/design/flow/config.mk WORK_HOME=/design/flow/orfs finish

==> run notes <==
Implementation results are summarized by area below.

GRT
The first global-routing pass estimated 3.39 mm of wire. The initial antenna violation count came to 0. The total grt overflow is 0. Summed over all routing layers, the global router reports a total usage of 0.0304. Entering global routing, the biggest net connects 23 pins. The via count of the first global-routing pass is 722.

Timing
The clock period could shrink to 1.67 ns. The maximum achievable frequency is 597 MHz. Endpoints failing hold in the final report were tallied at 0. The period utilization is 0.644. The count of endpoints failing setup in the final report is 0. For the pin with the worst max-slew slack, the measured transition is 0.785 ns. On the final layout, the worst clock skew is 0.00658 ns. The accumulated negative setup slack is 0 ns. Setup repair after global routing left no endpoint under its margin.

The number of pins with negative max-slew slack in the final report is 0. The relative max-transition margin is 0.476.

Die
The chip height is 112 microns. The placement row count is 33. The die covers 12500 sq um. The core utilization at floorplan is 0.145. The floorplan step defined a core boundary enclosing 8220 sq um.

The number of primary I/O pins is 6. The horizontal extent of the die is 112 microns.

Placement
The weighted congestion at the end of routability-driven global placement is 0.786. The placed cell area is 1320 sq um. Detailed placement ended at an HPWL of 1.30 mm. As logged by OpenROAD, the buffers inserted on ports number 2.

The total instance count after detailed placement is 226.

Clock network
The report puts the hold buffer count at CTS at 0. The clock latency of the later-clocked register in the worst-skew pair is 0.26 ns. The timing report gives the clock slew at the launch and capture registers of the worst setup and hold paths as 0.09 ns.

The total CTS buffers is 3. Per the CTS log, the maximum H-tree level is 1. The clock sink count is 25. The buffers inserted during post-CTS setup optimization is 0.

TritonCTS built the clock tree. The clock root buffer is sky130_fd_sc_hd__clkbuf_8. Post-CTS repair ended up resizing 0 cells. The deepest clock path buffer count is 2.

Logic synthesis
The mapped netlist covers 1190 sq um. In this run the mean area of a mapped cell was 9.85 sq um. The count of mapped cells out of synthesis is 121. The stat command in Yosys gives a chip area of 1190 sq um. The sequential element share of the synthesized area is 0.512. The number of cell instances after yosys synthesis is 121. The warning tally printed by Yosys for this design is 1. The gate-level netlist out of Yosys references 30 unique cell types.

The synthesis stat section lists a flop and latch total of 25.

Power
The relative contribution of combinational cells to total power is 0.073. The internal power of the cells totals 0.000562 W. The fraction of power spent switching nets is 0.228. The script computed a power per unit cell area of 532 nW/um^2.

The clock network power share is 0.307. The leakage component of the power was reported as 0.459 nW. The share of total power dissipated in sequential elements is 0.620. The switching power of the nets is 0.000166 W.

Per the power-grid run, VDD falls by no more than 0.225 mV.

Critical path
The setup slack of the most critical reg-to-reg path is 0.93 ns. The delay contributed by the slowest stage of the critical path is 0.47 ns. The cell count of the worst reg-to-reg path is 4. STA classifies the critical path endpoint as a flop. The endpoint required time on the critical path is 2.61 ns.

The element type at the critical path start is a flop. The count of buffer and inverter cells on the critical path is 0. The arrival time of data at the worst endpoint is listed as 1.68 ns. The cell family contributing the most delay on the critical path is AND-OR/OR-AND gates. The capture point of the worst register-to-register path is recorded as v_cnt[6]. Among all stages on the critical path, the largest delay is contributed by sky130_fd_sc_hd__edfxtp_1. The category of the critical setup timing path is reg2reg.

The report shows a maximum critical-path fanout of 10. The signal on the critical path passes through and4bb_1 > a32o_1 > a22oi_4 > nor2_1. The startpoint of the worst register-to-register path is v_cnt[7].

Layout
In the layout the commonest cells are 27 x sky130_fd_sc_hd__nor2_1, 14 x sky130_fd_sc_hd__dfxtp_1, 11 x sky130_fd_sc_hd__nand3_1, 11 x sky130_fd_sc_hd__edfxtp_1, 10 x sky130_fd_sc_hd__xor2_1. The filler cells instantiated in the layout total 888. The filler-free cell count of the finished design is 230.

The design area is 1370 sq um. The ratio of cells with drive above 1 in the final layout is 0.0320. The top cell type in the final layout, fill and taps aside, is sky130_fd_sc_hd__nor2_1. The layout overhead on the synthesized area is 14.8%.

Detailed routing
Routed signal wires occupy layers up through met4. The detail-routed via count per cell is 3.49. The detailed router reports a met3 wire length of 61 microns. The count of nets left with antenna violations once routing finished came out at 0. The DRC violation count after routing is 0. The detailed-routed wire length on met2 is 810 microns. The via count is 802. The total routed wire length on the met1 layer is 991 microns. The per-cell routed wire length is 8.20 microns. Antenna repair during routing inserted a diode count of 0. The first routing iteration left 49 violations. The wire length recorded after detailed routing is 1.89 mm. The detailed-routing iteration count for the pre-antenna-repair pass is 4.

Worst hold path
The number of cells on the worst hold path is listed as 1. The type of the tightest min-delay check is reg2reg. Per the hold report, the tightest min-delay path originates at h_cnt[0]. The endpoint with the worst hold slack is h_cnt[0].

Flow run
The tool flagged a number of max-cap violations equal to 0. The stage-log warning count is 26.

Run status
The flow ran to the end, and the final reports show no timing, DRC or antenna violations.
## Yosys cell counts
master	number	area share
sky130_fd_sc_hd__nor4_1	1	0.0052
sky130_fd_sc_hd__o41ai_1	1	0.0073
sky130_fd_sc_hd__or4_1	1	0.0063
sky130_fd_sc_hd__nor2_1	27	0.085
sky130_fd_sc_hd__buf_4	3	0.019
sky130_fd_sc_hd__nand2_1	5	0.016
sky130_fd_sc_hd__dfxtp_1	14	0.24
sky130_fd_sc_hd__conb_1	2	0.0063
sky130_fd_sc_hd__and3_1	3	0.016
sky130_fd_sc_hd__and4bb_1	1	0.010
sky130_fd_sc_hd__xor2_1	10	0.073
sky130_fd_sc_hd__edfxtp_1	11	0.28
sky130_fd_sc_hd__o31ai_1	1	0.0063
sky130_fd_sc_hd__nor3_1	2	0.0084
sky130_fd_sc_hd__a31oi_1	1	0.0052
sky130_fd_sc_hd__and2_1	2	0.010
sky130_fd_sc_hd__ha_1	3	0.031
sky130_fd_sc_hd__a21oi_1	3	0.013
sky130_fd_sc_hd__inv_1	2	0.0063
sky130_fd_sc_hd__a21o_1	1	0.0063
sky130_fd_sc_hd__nand3_1	11	0.046
sky130_fd_sc_hd__buf_2	1	0.0042
sky130_fd_sc_hd__a22oi_4	1	0.018
sky130_fd_sc_hd__clkbuf_1	1	0.0031
sky130_fd_sc_hd__o21ai_0	1	0.0042
sky130_fd_sc_hd__a211oi_1	1	0.0063
sky130_fd_sc_hd__nand4_1	3	0.016
sky130_fd_sc_hd__xnor2_1	6	0.044
sky130_fd_sc_hd__nor3b_1	1	0.0063
sky130_fd_sc_hd__a32o_1	1	0.0084
## cells by family after synthesis
family          synth area share
other cells              0.00630
flops                      0.512
buf+inv                   0.0325
simple gates               0.226
fa+ha+maj                 0.0315
xor+xnor                   0.118
compound gates            0.0745
## registers in the layout (all words and copies together) (netlist names)
| register | count |
|---|---|
| v_cnt | 11 |
| v_sync | 1 |
| h_cnt | 12 |
| h_sync | 1 |
## worst max path at each step
| stage | end | startpoint | depth (start not counted) |
|---|---|---|---|
| after CTS | v_cnt[6] | v_cnt[7] | 4 |
| after global routing | v_cnt[6] | v_cnt[7] | 4 |
| final | v_cnt[6] | v_cnt[7] | 4 |
## per-stage QoR
stage,worst slack [ns],hold WS (ns),total power (W),util
after detailed placement,0.906,0.436,0.000514,0.161
after global placement,0.944,0.430,0.000513,0.161
after global routing,0.808,0.483,0.000771,0.167
after floorplan,1.09,0.418,0.000503,-
after CTS,0.896,0.453,0.000741,0.167
final,0.926,0.449,0.000728,0.167
## layer usage
| layer | GRT usage | vias to the layer above |
|---|---|---|
| met4 | 0.00338 | 0 |
| met5 | 0 | - |
| met1 | 0.0449 | 371 |
| met2 | 0.0435 | 7 |
| li1 | - | 422 |
| met3 | 0.00977 | 2 |
## power groups by stage
stage	Sequential [W]	Clock, W	Combinational (W)
CTS	0.000451	0.000236	0.0000538
finish	0.000451	0.000223	0.0000530
global route	0.000456	0.000254	0.0000609
## layout make-up
class                           count  area (sq um)  share of cell area
Inverter                            2          7.51             0.00548
Multi-Input combinational cell     92           554               0.405
Tap cell                          105           131              0.0960
Sequential cell                    25           611               0.446
Clock buffer                        4          45.0              0.0329
Timing Repair Buffer                2          20.0              0.0146
Power figures rest on the tool's default switching activity, not on a simulated workload.
